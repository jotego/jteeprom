### config.mk
export PLATFORM = sky130hd
export DESIGN_NAME = jt5911
export DESIGN_NICKNAME = jt5911
export VERILOG_FILES = /design/flow/design.v
export SDC_FILE = /design/flow/constraint.sdc
export NUM_CORES = 4
export LEC_CHECK = 1
export CORE_UTILIZATION = 40
### constraint.sdc
current_design jt5911

set clk_period 4.8
set clk_io_pct 0.2

create_clock -name clk0 -period $clk_period [get_ports {clk}]

set non_clock_inputs [all_inputs -no_clocks]
set_input_delay [expr $clk_period * $clk_io_pct] -clock clk0 $non_clock_inputs
set_output_delay [expr $clk_period * $clk_io_pct] -clock clk0 [all_outputs]
### design.v
module jt5911 #( parameter
    PROG=0,      
    SIMFILE="",  
    SYNHEX=""    
) (
    input           rst,         
    input           clk,         
    input           sclk,        
    input           sdi,          
    output      reg sdo,          
    output      reg rdy,
    input           scs,          
    output reg [AW-1:0] mem_addr,
    output reg [DW-1:0] mem_din,
    output reg          mem_we,
    input      [DW-1:0] mem_dout,
    input           dump_clr,    
    output reg      dump_flag    
);
localparam  AW= PROG ?  6 : 7,    
            DW= PROG ? 16 : 8,    
            CW=AW+4;   
localparam  [3:0] CMDIN = PROG ? 4'd11 : 4'd10;
reg           prog_en, write_all;
reg           sdi_l;
reg           last_sclk;
reg  [   1:0] dout_up;
wire          sclk_posedge = sclk && !last_sclk;
reg  [DW-1:0] newdata, dout;
reg  [   3:0] rx_cnt;
reg  [   3:0] op;
reg  [   3:0] csl;
wire [DW-1:0] next_data = { newdata[0+:DW-1], sdi };
wire [CW-1:0] full_op = { op, mem_addr };
enum logic [2:0] { IDLE      = 3'd0,
                   RX        = 3'd1,
                   READ      = 3'd2,
                   WRITE     = 3'd3,
                   WRITE_ALL = 3'd4,
                   WAIT      = 3'd5
                } st;
always @(posedge clk) begin
    last_sclk <= sclk;
    csl       <= csl << 1;
    csl[0]    <= scs;
end
always @(posedge clk, posedge rst) begin
    if( rst ) begin
        prog_en  <= 0;
        newdata  <= 0;
        mem_we   <= 0;
        st       <= IDLE;
        rx_cnt   <= 0;
        sdo      <= 0;
        rdy      <= 0;
        dout_up  <= 0;
        dump_flag<= 0;
    end else begin
        dout_up <= dout_up>>1;
        if( dout_up[0] ) begin
            dout    <= mem_dout;
        end
        mem_we <= 0;
        if( dump_clr )
            dump_flag <= 0;
        else if(mem_we) dump_flag <= 1;
        if( ~&csl ) begin  
            st  <= IDLE;
            rdy <= 1;
            sdo <= 1;
        end else  begin
            if( st==WRITE_ALL) begin
                mem_addr   <= mem_addr+1'd1;
                mem_we <= 1;
                if( &mem_addr ) begin
                    st  <= WAIT;
                    rdy <= 1;
                end
            end
            if( sclk_posedge ) begin
                sdi_l <= sdi;
                case( st )
                    RX: begin
                        rx_cnt <= rx_cnt+1'd1;
                        { op, mem_addr } <= { full_op[CW-2:0], sdi };
                        if( rx_cnt==CMDIN ) begin
                            casez( full_op[CW-2-:4] )  
                                4'b1000: begin
                                    st      <= READ;
                                    sdo     <= 0;
                                    dout_up <= 2'b10;
                                end
                                4'b?100: if( prog_en ) begin
                                    st        <= WRITE;
                                    rx_cnt    <= 0;
                                    write_all <= 0;
                                end else begin
                                    st <= WAIT;
                                end
                                4'b0011: begin
                                    prog_en <= 1;
                                    st <= WAIT;
                                end
                                4'b0000: begin
                                    prog_en <= 1'b0;
                                    st <= WAIT;
                                end
                                4'b0010: if( prog_en ) begin
                                    rdy     <= 0;
                                    newdata <= '1;
                                    st      <= WRITE_ALL;
                                end else begin
                                    st <= WAIT;
                                end
                                default: st <= WAIT;
                            endcase
                        end
                    end
                    WRITE: begin
                        newdata <= next_data;
                        rx_cnt  <= rx_cnt+1'd1;
                        sdo     <= 0;  
                        if( rx_cnt == (PROG?4'hf:4'h7) ) begin
                            mem_we <= 1;
                            mem_din <= next_data;
                            st <= WAIT;
                        end
                    end
                    READ: { sdo, dout} <= { dout, 1'b1 };
                    WAIT: rdy <= 1;
                    IDLE: begin
                        sdo <= 1;
                        rdy <= 1;
                        if( sdi && !sdi_l ) begin
                            st <= RX;  
                            rx_cnt <= 0;
                        end
                    end
                    default:;
                endcase
            end
        end
    end
end
endmodule
### run.sh
#!/bin/bash
# OpenROAD 26Q1-2900-gdf79404cd8, Yosys 0.63+post, stock flow scripts
make -C /OpenROAD-flow-scripts/flow DESIGN_CONFIG=/design/flow/config.mk WORK_HOME=/design/flow/orfs finish
==> notes.md <==
Main metrics from the flow reports.

The worst setup path is launched from an input pin. The run finished with clean final reports. The final antenna diode count came out at 0. The initial antenna violation count is 0. The proportion of synthesized flip-flops having asynchronous set or reset is 42.9%. Measured along the x axis, the die boundary spans 81.7 microns.

Static timing analysis puts the maximum clock frequency at 374 MHz. The endpoint class of the critical path is a flop. In this run the tools logged warnings totalling 26. The hold violation count in the final report is 0. The detailed-route wire length came out at 4530 microns. The HPWL reported at the end of detailed placement came out at 3190 microns. In the setup report, the worst path falls into the class input pin to flop.

The worst-case headroom to the max-slew limit is 58.1%. For this run, the detailed router's first-pass iteration total came to 4. The area share of and-or/or-and cells after synthesis is 12.6%. The clock edge transition at the registers on the reported setup and hold paths is 0.10 ns. The tree is rooted in a sky130_fd_sc_hd__clkbuf_8. The final antenna-violating net count came out at 0. The number of remaining DRC errors came out at 0. The post-placement cell area is 0.00287 sq mm. For the final routed database, the setup TNS stands at 0 ns.

The simple-gate portion of the synthesized area is 16.4%. The sequential area share after synthesis is 59.6%. The full die area is 0.00667 sq mm.

The fraction of the core area occupied by cells at floorplan is 42.2%. On the final layout, the worst hold slack is 0.367 ns. The via total after detailed routing is 1717.

The via count of the first global-routing pass is 1582. The sequential cell area is 0.00151 sq mm. Setup repair after global routing left no endpoint under its margin. Post-CTS repair ended up resizing 0 cells. The number of buffers added by the clock tree synthesis step is 5. Total power for the finished layout comes to 0.000850 W. The final estimated routing congestion in global placement is 0.878. The detail-routed net length per standard cell came out at 14.0 microns. In this run, the synthesized area fraction spent on adder and majority cells is recorded as 1.48%. The clock latency on the worst-skew pair came out at 0.30 ns.

The row count came out at 28. The count of filler cells inserted in the layout came out at 564. The number of hold-repair buffers added at the cts stage came out at 0. After floorplanning, the core was sized to cover 0.00603 sq mm. Once layout is complete, the utilization of the core stands at 49.5%.

The smallest clock period supported by the final layout is computed as 2.68 ns. The script computed a power per unit cell area of 285 mW/mm^2. The largest net degree at the start of global routing came out at 23.

Summed over all cells, the static leakage comes to 1.11 nW. Global routing used 15.8% of the available tracks. The count of pins on the block boundary is 33. The total count of max-transition violations in the final report came out at 0. The area taken by multi-input combinational cells is reported as 911 sq um. The residual overflow from global routing is 0.

The H-tree depth is 2. The required time at the endpoint of the critical path is 4.84 ns. The combined area of all synthesized cells came out at 0.00254 sq mm. Counting flops with a built-in enable in the synthesized netlist gives 27. The post-synthesis cell count from yosys came out at 221. In the synthesized netlist, the dominant kind of combinational cell is simple AND/OR/NAND/NOR gates. The most instantiated flip-flop cell in the synthesis netlist is sky130_fd_sc_hd__edfxtp_1. The met3 routing resource usage after global routing came out at 2.25%. The detail-routed via count per cell came out at 5.32. The setup fix buffers added after clock tree synthesis came out at 0. The portion of the clock cycle consumed by the worst path in the final layout is 55.8%.

TritonCTS built the clock tree. The data arrival at the endpoint of the critical path came out at 2.71 ns. The maximum fanout count along the critical path is 15. The highest-utilization routing layer at the global route stage is met1. The number of instances in the synthesized netlist came out at 221.

The clock skew after layout came out at 0.00562 ns. The synthesis-to-finish area growth came out at 17.4%. Per the final layout report, the fraction of cells sized above drive strength 1 comes to 5.24%. Buffers placed on the I/O ports in this run total 32. The clock passes through at most 2 buffers. The CTS sink count is 56.

The xor and xnor area share after synthesis came out at 1.03%. The worst VDD IR drop from the latest analysis is 0.000174 V. The met1 track utilization from global routing is 28.3%. The synthesized netlist contains 51 unique library cells. The reported max-cap violation count is 0. Endpoints with negative setup slack in the final report add up to 0.

The DRC violation total after the first TritonRoute iteration is 106. The vertical die dimension reported for this design is 81.7 microns. The design area is 0.00298 sq mm. The first-pass GRT wire length is 7720 microns. The area of the synthesized netlist per yosys stat came out at 0.00254 sq mm.

Averaged over all synthesized cells, the footprint is 11.5 sq um. In the synthesized netlist, mux cells make up 4.33% of the area. The type recorded for the worst min-delay path is flop to flop. The measured slew at the worst slew-check pin is 0.627 ns. The number of synthesis warnings came out at 1. The number of storage elements in the synthesis netlist came out at 56.

The met2 capacity usage during global routing is 21.8%.
power by group:
group	total, W	internal (W)	switching (W)	leakage [nW]
registers	0.000514	0.000509	0.00000517	0.591
logic	0.0000313	0.0000163	0.0000150	0.467
clock network	0.000304	0.000155	0.000150	0.0541
final timing paths:
check	start	endpoint	slack [ns]	depth (start not counted)
min	csl[1]$_DFF_P_	csl[2]$_DFF_P_	0.37	0
max in group asynchronous	rst	st[0]$_DFF_PP1_	2.98	3
max	sclk	dout[5]$_DFFE_PN_	2.12	5
min in group asynchronous	rst	rx_cnt[0]$_DFFE_PP0P_	1.12	2
max reg2reg	csl[2]$_DFF_P_	mem_din[4]$_DFFE_PP_	2.84	4
min reg2reg	csl[1]$_DFF_P_	csl[2]$_DFF_P_	0.37	0
cell type report:
cell class | count | share of cell area [%]
multi-input combinational | 144 | 30.5
clock buffer | 5 | 2.31
timing repair buffer | 33 | 11.0
clock inverter | 3 | 1.43
sequential | 56 | 50.7
inverter | 7 | 0.881
tap | 75 | 3.15
flip-flops by register name (all words and copies together) (netlist names), 2 cells and up:
| register | count |
|---|---|
| dout | 8 |
| newdata | 7 |
| mem_addr | 7 |
| mem_din | 8 |
| op | 3 |
| dout_up | 2 |
| csl | 4 |
| rx_cnt | 4 |
| st | 6 |
metal layers:
metal	share of wire (%)	up-vias	wire (microns)
met5	0	-	0
met4	2.3	0	104
met3	3.6	10	165
met2	44	34	1990
met1	50	817	2260
li1	-	856	-
cells by family (layout without fill, tap and decap cells):
family / after synthesis / in the layout
flip-flops: 56 / 56
AND-OR/OR-AND: 49 / 49
AND/OR/NAND/NOR: 78 / 78
adder cells (fa/ha/maj): 3 / 3
XOR/XNOR: 3 / 3
buffers and inverters: 21 / 48
multiplexers: 11 / 11
cell usage after synthesis, types with 2 or more instances:
cell | instances | area [sq um]
sky130_fd_sc_hd__buf_4 | 7 | 52.6
sky130_fd_sc_hd__a21oi_1 | 15 | 75.1
sky130_fd_sc_hd__nand3b_1 | 2 | 15.0
sky130_fd_sc_hd__nand2_1 | 20 | 75.1
sky130_fd_sc_hd__o21ai_0 | 11 | 55.1
sky130_fd_sc_hd__buf_2 | 2 | 10.0
sky130_fd_sc_hd__nand2b_1 | 4 | 25.0
sky130_fd_sc_hd__nand3_1 | 11 | 55.1
sky130_fd_sc_hd__dfrtp_1 | 23 | 576
sky130_fd_sc_hd__ha_1 | 3 | 37.5
sky130_fd_sc_hd__clkbuf_1 | 2 | 7.51
sky130_fd_sc_hd__nand4_1 | 2 | 12.5
sky130_fd_sc_hd__o21a_1 | 2 | 15.0
sky130_fd_sc_hd__and4_1 | 3 | 26.3
sky130_fd_sc_hd__and3b_1 | 3 | 26.3
sky130_fd_sc_hd__inv_1 | 7 | 26.3
sky130_fd_sc_hd__nor3_1 | 2 | 10.0
sky130_fd_sc_hd__edfxtp_1 | 27 | 811
sky130_fd_sc_hd__nor2b_1 | 4 | 25.0
sky130_fd_sc_hd__nor2_1 | 19 | 71.3
sky130_fd_sc_hd__mux2i_1 | 11 | 110
sky130_fd_sc_hd__xnor2_1 | 2 | 17.5
sky130_fd_sc_hd__o22a_1 | 7 | 61.3
sky130_fd_sc_hd__dfxtp_1 | 5 | 100
stage by stage:
stage / worst slack [ns] / instances
final: 2.12 / 323
after global routing: 1.83 / 323
after CTS: 2.14 / 323
after detailed placement: 1.81 / 315
after global placement: 1.87 / 315
after floorplan: 2.77 / 221
cells in the final DEF, fill, tap and decap left out, types with 5 or more instances in the layout:
master / count
sky130_fd_sc_hd__nand2_1: 20
sky130_fd_sc_hd__clkdlybuf4s50_1: 32
sky130_fd_sc_hd__o22a_1: 7
sky130_fd_sc_hd__edfxtp_1: 27
sky130_fd_sc_hd__inv_1: 7
sky130_fd_sc_hd__nand3_1: 11
sky130_fd_sc_hd__o21ai_0: 11
sky130_fd_sc_hd__dfrtp_1: 23
sky130_fd_sc_hd__nor2_1: 19
sky130_fd_sc_hd__clkbuf_8: 5
sky130_fd_sc_hd__a21oi_1: 15
sky130_fd_sc_hd__dfxtp_1: 5
sky130_fd_sc_hd__mux2i_1: 11
worst max-delay path, cell delays in order:
cell                              delay, ns
sky130_fd_sc_hd__clkdlybuf4s50_1       0.54
sky130_fd_sc_hd__nor2b_1               0.44
sky130_fd_sc_hd__nand3_1               0.48
sky130_fd_sc_hd__nor2_1                0.23
sky130_fd_sc_hd__a21oi_1               0.06
Power is estimated from default activity; no workload was simulated.
